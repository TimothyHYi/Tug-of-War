<file path="flow/design.v">
module seg7 (bcd, leds);  
	input  logic [3:0] bcd;
	output logic [6:0] leds;  
	always_comb begin   case 
		(bcd)
			4'b0000: leds = 7'b1000000;  
			4'b0001: leds = 7'b1111001;  
			4'b0010: leds = 7'b0100100;  
			4'b0011: leds = 7'b0110000;  
			4'b0100: leds = 7'b0011001;  
			4'b0101: leds = 7'b0010010;  
			4'b0110: leds = 7'b0000010;  
			4'b0111: leds = 7'b1111000;  
			4'b1000: leds = 7'b0000000;  
			4'b1001: leds = 7'b0010000;  
		default: leds = 7'bX;   endcase   
	end  
endmodule
module test_benchseg7(); 
	logic [3:0] bcd;
	logic [6:0] leds; 
	seg7 test(.bcd, .leds); 
	initial begin
		bcd = 4'b0000; #10;
		bcd = 4'b0001; #10;
		bcd = 4'b0010; #10;
	end
endmodule 
</file>
<file path="flow/run.sh">
#!/bin/bash
# OpenROAD 26Q1-2900-gdf79404cd8, Yosys 0.63+post, stock flow scripts
make -C /OpenROAD-flow-scripts/flow DESIGN_CONFIG=/design/flow/config.mk WORK_HOME=/design/flow/orfs finish
</file>
<file path="flow/config.mk">
export PLATFORM = sky130hd
export DESIGN_NAME = seg7
export DESIGN_NICKNAME = seg7
export VERILOG_FILES = /design/flow/design.v
export SDC_FILE = /design/flow/constraint.sdc
export NUM_CORES = 4
export LEC_CHECK = 1
export CORE_AREA = 10 10 70 70
export DIE_AREA = 0 0 80 80
</file>
<file path="flow/constraint.sdc">
current_design seg7

set clk_period 1.2
set clk_io_pct 0.2

create_clock -name clk0 -period $clk_period

set non_clock_inputs [all_inputs -no_clocks]
set_input_delay [expr $clk_period * $clk_io_pct] -clock clk0 $non_clock_inputs
set_output_delay [expr $clk_period * $clk_io_pct] -clock clk0 [all_outputs]
</file>
==> notes.md <==
Latest figures from synthesis and place and route.

The run finished with clean final reports. The cell type with the highest aggregate area in the netlist is sky130_fd_sc_hd__ha_1. The routability congestion estimate from global placement is 0.659. The height of the die is roughly 80 um. The total via count in the routed design is 205. In this run the core area contains 21 standard-cell rows. The leakage power is 0.184 nW. The iteration count recorded for the first detailed-route pass is 2. The overall chip area is between 6000 and 7000 sq um. The count of unresolved DRC violations after routing is 0. In this run the cell area measured after placement is 360 sq um. The count of antenna diodes in the layout is 0.

The DRC violation total after the first TritonRoute iteration is 2. Across all hold checks on the routed design, the worst slack comes to 0.801 ns. The critical path maximum fanout is 3. After legalization and detailed placement, the total HPWL measured 506 um. The number of warnings the tools reported is 38. For the pin with the worst max-slew slack, the measured transition is 0.104 ns.

The floorplan step set the die width to 80 um. The most frequent logic cell in the layout is sky130_fd_sc_hd__buf_2. The synthesis report lists the Yosys warning total as 1. The capturing element type of the critical path is an output port. The design has 0 sequential cells.

The cell area after layout is roughly 460 sq um. The largest net degree at the start of global routing is 9. The placeable core region is 3420 sq um. The tightest slew margin relative to the limit is 92.9%. The area fraction of the largest cell type after synthesis is approximately 40%. After layout, the worst path uses between 90% and 100% of the clock period.

The number of top-level pins is 11. The final design utilization is 13.4%. The number of antenna violations at the first check in global routing is 0. The first-pass GRT wire length is 1010 um.

The critical path is of the in2out type. By area the synthesized netlist is led by sky130_fd_sc_hd__ha_1, sky130_fd_sc_hd__a21oi_1, sky130_fd_sc_hd__nand2b_1. The area of the synthesized netlist per yosys stat is 155 sq um.

The number of clock buffer instances in the layout is 0. The path class of the tightest hold or removal check is in2out. The number of cells in Yosys stat is 21. The share of the core filled by cells before placement is around 4.5%. Setup repair after global routing could not meet its margin everywhere. The power density relative to cell area is 257 nW/um^2. The number of distinct library cell variants in the gate-level netlist after synthesis is 10. The most common logic cells in the final layout are sky130_fd_sc_hd__buf_2, sky130_fd_sc_hd__ha_4, sky130_fd_sc_hd__buf_4, sky130_fd_sc_hd__a21oi_2. The post-synthesis to final-layout area growth is 194%.

The area taken by sequential standard cells is reported as 0 sq um. STA puts the critical path data arrival time at 0.95 ns. The number of global-route vias before repair is 217. The required time of the critical path is 0.96 ns. The worst setup path is launched from an input port. The register area share after synthesis is 0%. The number of port buffers is 11.

The final report lists the setup-violating endpoint count as 0. The number of pins with negative max-slew slack in the final report is 0. The overall routing resource usage is 1.94%.

The average cell area after synthesis is roughly 7.4 sq um. The overall overflow remaining after global route is 0. Synthesis produced a netlist whose cell count is 21. The count of nets left with antenna violations once routing finished came out at 0. The mean number of vias per cell is 2.44. For this run, the top clock speed supported by timing is ~840 MHz. The final critical-path required period is 1.19 ns.

The final hold violation count is 0. The post-synthesis instance area is 155 sq um. Per the final layout report, the fraction of cells sized above drive strength 1 comes to 84.2%.

The report counts max-capacitance violations totalling 0. Per the detailed-route log, wirelength across all metal layers totals 643 um. The average wire per standard cell is 7.65 um.

After clock tree synthesis, the flow added hold-fix buffers numbering 0. Per the power-grid run, VDD falls by no more than 40.7 uV.
-- power breakdown --
part,internal [W],switching [W]
Sequential,0,0
Clock,0,0
Combinational,0.0000689,0.0000486
-- path summary, 6_finish.rpt --
path / startpoint / endpoint / slack, ns / depth (start not counted)
worst max-delay path: bcd[0] / leds[5] / 0.007 / 6
worst min-delay path: bcd[3] / leds[2] / 0.80 / 3
-- cell usage after synthesis (all sizes together) --
cell type / count
ha: 5
a21oi: 4
inv: 2
nand2: 2
nand2b: 2
or2: 2
and2: 1
mux2i: 1
nor2b: 1
nor3b: 1
-- cell type report --
class              instances  area [sq um]
fillers                  396          2960
repair buffers            17           135
inverters                  2          22.5
well taps                 46          57.6
multi-input cells         19           241
-- kinds of logic (layout without fill, tap and decap cells) --
kind of cell / count (synthesis) / count (layout) / synth area share, %
compound gates: 4 / 4 / 12.9
fa+ha+maj: 5 / 5 / 40.3
buf+inv: 2 / 19 / 4.84
mux: 1 / 1 / 6.45
simple gates: 9 / 9 / 35.5
-- routing by layer --
metal | share of wire [%] | vias up | global-route usage (%)
li1 | - | 105 | -
met1 | 37 | 95 | 2.18
met2 | 55 | 5 | 3.85
met3 | 7.3 | 0 | 0.341
met4 | 0 | 0 | 0
met5 | 0 | - | 0
-- critical path: stages --
cell                      delay (ns)
sky130_fd_sc_hd__buf_8          0.09
sky130_fd_sc_hd__inv_8          0.03
sky130_fd_sc_hd__ha_2           0.16
sky130_fd_sc_hd__or2_1          0.22
sky130_fd_sc_hd__a21oi_2        0.11
sky130_fd_sc_hd__buf_2          0.10
-- repair_timing --
action                                  in CTS  in global routing
endpoints found under the setup margin       7                  7
pin swaps                                    7                  4
buffers inserted                             1                  0
resized                                     59                 11
-- through the flow --
| step | instances | TNS [ns] | worst slack [ns] | total power (W) |
|---|---|---|---|---|
| 2_1_floorplan | 21 | 0 | 0.160 | 0.0000235 |
| 3_3_place_gp | 83 | -5.50 | -0.892 | 0.0000866 |
| 3_5_place_dp | 83 | -5.46 | -0.898 | 0.0000875 |
| 4_1_cts | 84 | -0.0148 | -0.0148 | 0.000104 |
| 5_1_grt | 84 | -0.0341 | -0.0198 | 0.000129 |
| 6_report | 84 | 0 | 0.00749 | 0.000118 |
Power figures rest on the tool's default switching activity, not on a simulated workload.
